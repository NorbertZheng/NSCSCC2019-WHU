==> flow/design.v <==
module data_fifo(
    input                   clk,
    input                   rst,
    input [2:0]             size_in,
    input [31:0]            addr_in,
    input [31:0]            data_in,
    input [3:0]             dwen_in,
    output wire  [2:0]      size_out,
    output wire  [31:0]     addr_out,
    output wire  [31:0]     data_out,
    output wire  [3:0]      dwen_out,
    input                   read_en,
    input                   write_en,
    output logic            full,
    output logic            empty
);
    wire [70:0] din;
    wire [70:0] dout;
    assign din          = { size_in, dwen_in, data_in, addr_in };
    assign { size_out, dwen_out, data_out, addr_out } = dout;
    reg [70:0] _fifo[0:63];
    reg [5:0] read_pointer;
    reg [5:0] write_pointer;
    assign full = read_pointer == (write_pointer + 5'd1);
    assign empty = read_pointer == write_pointer;
    assign dout = _fifo[read_pointer];
    always_ff @(posedge clk) begin
        if(rst) begin
            read_pointer <= 6'd0;
        end
        else if(read_en)
            read_pointer <= read_pointer + 6'd1;
    end
    always_ff @(posedge clk) begin
        if(rst) begin
            write_pointer <= 6'd0;
        end
        else if(write_en)
            write_pointer <= write_pointer + 6'd1;
    end
    always_ff @(posedge clk) begin
        if(rst) begin
            for(int i = 0; i < 64; i++)
                _fifo[i] <= 70'd0;
        end
        else if(write_en)
            _fifo[write_pointer] <= din;
    end
endmodule
==> flow/run.sh <==
#!/bin/bash
# OpenROAD 26Q1-2900-gdf79404cd8, Yosys 0.63+post, stock flow scripts
make -C /OpenROAD-flow-scripts/flow DESIGN_CONFIG=/design/flow/config.mk WORK_HOME=/design/flow/orfs finish
==> flow/config.mk <==
export PLATFORM = sky130hd
export DESIGN_NAME = data_fifo
export DESIGN_NICKNAME = data_fifo
export VERILOG_FILES = /design/flow/design.v
export SDC_FILE = /design/flow/constraint.sdc
export NUM_CORES = 4
export LEC_CHECK = 1
export CORE_UTILIZATION = 30
export SYNTH_MEMORY_MAX_BITS = 65536
==> flow/constraint.sdc <==
current_design data_fifo

set clk_period 120.1
set clk_io_pct 0.2

create_clock -name clk0 -period $clk_period [get_ports {clk}]

set non_clock_inputs [all_inputs -no_clocks]
set_input_delay [expr $clk_period * $clk_io_pct] -clock clk0 $non_clock_inputs
set_output_delay [expr $clk_period * $clk_io_pct] -clock clk0 [all_outputs]
==> qor.yml <==
cts:
  cts_root_buffer: "clkbuf_16"
  cts_sinks: 4562
  ctsHoldBuffers: 0
  clk_latency_ps: 1080
  ctsLongestPathBuffers: 4
  htreeDepth: 5
  cts_made_buffers: 448
  post-cts-setup-buffer-count: 0
  cts_tree: "done"
  post_cts_resized: 0
  path_clk_slew_ps: 60
routing:
  top_layer_used: "met5"
  vias: 112612
  wl_per_cell_um: 31.1
  antenna_left: 0
  route.met2.wl_um: 298000
  wl_met3_um: 136000
  drc: 0
  initialDrtViolationCount: 6664
  routed_via_density: 5.14
  wirelength_met1_um: 219000
  routed_wl_um: 682000
  drtPass1Iterations: 5
final_timing:
  fin_skew_ps: 56.8
  maxSlewHeadroom: 0.322
  finalHoldViolations: 0
  hold_slack_ps: 532
  fin_crit_ps: 32910
  worst-slew-pin-transition_ps: 1010
  grt_setup_unrepaired: "false"
  finalSetupViolCount: 0
  fin_tns_setup_ps: 0
  max_clock_freq_mhz: 30.4
  fin_crit_sh: 0.274
  report.final.slew_viol_count: 0
global_routing:
  grt_first_pass_wirelength_um: 947000
  grtUsageTotal: 0.211
  grt_pass1_vias: 121071
  overflow: 0
  antenna_found_initial: 86
  grt_start_max_net_pins: 95
power_and_ir_drop:
  p_int_w: 0.00268
  peakVddDrop_uv: 13.3
  p_switching_w: 0.000813
  pwr-share-comb: 0.081
  clkPwrFrac: 0.396
  power_density_nw_per_um2: 15.2
  p_leak_nw: 78.2
  p_seq_frac: 0.523
  p_sw_frac: 0.233
layout:
  nFillCells: 62887
  final_common_cell: "and2_1"
  layout-drive-gt1-share: 0.198
  final_layout_top_logic_cells: "and2_1, edfxtp_1, mux4_2"
  syn2layout_area_growth_pct: 12.8
synthesis:
  ys_chip_area_um2: 204000
  yosys_warnings: 1
  synthCells: 12760
  synth-edff-count: 4544
  ys_seq_frac: 0.670
  yosysUniqueCellTypes: 55
  syn_area_per_cell_um2: 16.0
  top_area_frac: 0.669
  yosysTopAreaCell: "edfxtp_1"
  synth.cell_area_um2: 204000
  synth-seq-cells: 4562
  ys_cells: 12760
  area_leaders: "edfxtp_1, and2_1, mux4_2"
  ff_type: "edfxtp_1"
  synthArstFlopShare: 0
critical_path:
  regToRegSetupSlack_ps: 115320
  cpMostUsedCell: "buf_4"
  cp.arrival_ps: 8890
  cp_num_buf_inv: 10
  worstPathMaxFanout: 71
  reg2regPathDepth: 7
  crit_type: "reg -> out"
  cpMaxStageDelayCell: "nor4_1"
  worstPathCellList: "buf_4 > buf_4 > buf_4 > buf_4 > buf_4 > buf_4 > buf_12 > buf_12 > mux4_2 > o22ai_1 > nor4_1 > buf_4 > o22a_1 > clkdlybuf4s50_1"
  timing.rr.start: "write_pointer[0]"
  max_stage_delay_ps: 780
  critical_path.top_delay_family: "buffers and inverters"
  end_kind: "primary output"
  worstPathRequired_ps: 96080
  regToRegEndpoint: "_fifo[31][30]"
  startpoint_type: "register"
min_path:
  whs_path_depth: 2
  hp-start: "read_pointer[5]"
  min_path_type: "reg -> reg"
die:
  fp.dieH_um: 827
  rows: 302
  io_pins: 148
  fp-utilization: 0.301
  die-area_um2: 684000
  coreArea_um2: 677000
  die_w_um: 827
flow_run:
  warning_count: 26
  maxCapViolCount: 0
placement:
  dpl.hpwl_um: 380000
  portBuffers: 147
  gp_congestion: 0.858
outcome:
  outcome: "finished, final reports clean"
synthesized netlist by cell type (13+ instances only):
master    count
buf_1        96
nor2_1       80
buf_4        84
buf_2       144
dfxtp_1      18
nand3_1      13
nor4_1       66
mux2i_1      84
a211oi_1     13
and2_1     4546
buf_6        15
o221ai_1     57
mux4_2     1136
a21oi_1      69
o22a_1       57
nor2b_1      22
clkbuf_1   1027
nor3_1       64
o22ai_1     396
or2_2        65
mux2_2       18
edfxtp_1   4544
nand2_1      32
o21ai_0      15
layer usage:
layer,global-route usage,vias to the layer above
met5,0.0254,-
met4,0.0659,74
met3,0.194,1348
met2,0.297,9008
met1,0.227,55295
li1,-,46887
logic make-up after synthesis:
| group | after synthesis | share of synthesized area |
|---|---|---|
| XOR/XNOR | 16 | 0.000687 |
| adder cells (fa/ha/maj) | 2 | 0.000123 |
| AND-OR/OR-AND | 649 | 0.0211 |
| buffers and inverters | 1368 | 0.0281 |
| flip-flops | 4562 | 0.670 |
| AND/OR/NAND/NOR | 4925 | 0.149 |
| multiplexers | 1238 | 0.130 |
sequential cells by signal, indices dropped and copies added, names as in the netlist, named ones only:
register       flops
write_pointer      6
_fifo           4544
read_pointer       6
final cells by class:
| cell class | instances | area [µm²] | area share |
|---|---|---|---|
| clock buffers | 561 | 11800 | 0.0513 |
| multi-input cells | 6830 | 62600 | 0.272 |
| repair buffers | 677 | 5490 | 0.0238 |
| clock inverters | 263 | 2210 | 0.00959 |
| flip-flops and latches | 4562 | 137000 | 0.594 |
| diodes | 62 | 155 | 0.000674 |
| well taps | 8968 | 11200 | 0.0487 |
| inverters | 2 | 10.0 | 0.0000435 |
power groups by stage:
stage	sequential (W)	clock, W	combinational (W)
after global routing	0.00183	0.00146	0.000297
final	0.00183	0.00139	0.000282
after CTS	0.00183	0.00140	0.000285
worst reg2reg max path, delay by kind of cell, from the launching register on:
family | cells | cell delay, ps
and+or+nand+nor | 4 | 1890
buffers and inverters | 3 | 1810
DFF | 1 | 710
stage by stage:
step,util,worst slack [ps],cells,cell area (µm²),total power [W]
after detailed placement,0.319,87930,21039,216000,0.00215
after global routing,0.340,86440,21868,230000,0.00359
after global placement,0.319,87890,21038,216000,0.00214
final,0.340,87190,21925,230000,0.00350
after floorplan,-,91870,12760,204000,0.00202
after CTS,0.340,86830,21863,230000,0.00351
worst max path at each step:
stage         from  cells past startpoint           end
4_1_cts   register                     14  addr_out[21]
5_1_grt   register                     14  addr_out[27]
6_report  register                     14  addr_out[24]
Power figures rest on the tool's default switching activity, not on a simulated workload.
