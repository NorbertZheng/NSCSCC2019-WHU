==> flow/design.v <==
module mmu_map(
    input                   clk,
    input                   rst,
    input                   en,
    input [31:0]            vaddr,
    input                   user_mode,
    input                   cp0_kseg0_uncached,
    output logic [31:0]     paddr,
    output logic            addr_invalid,
    output logic            addr_uncached,
    output logic            addr_in_tlb
);
    assign addr_invalid = (en && user_mode && vaddr[31]);
    always_comb begin : get_psy_addr_directly
        paddr = 32'd0;
        addr_uncached = 1'd0;
        addr_in_tlb = 1'd0;
        if (en) begin
            unique case(vaddr[31:29])
                3'b100: begin  
                    addr_uncached = cp0_kseg0_uncached;
                    paddr = { 3'b0, vaddr[28:0]};
                end
                3'b101: begin  
                    addr_uncached = 1;
                    paddr = { 3'b0, vaddr[28:0]};
                end
                default: begin  
                    addr_in_tlb = 1'b1;
                end
            endcase
        end
    end
endmodule
module mmu_map_top(
    input                       clk,
    input                       rst,
    input                       tlbwi,
    input                       tlbwr,
    input                       tlbp,
    input [31:0]                iaddr,
    input                       inst_en,
    output logic [31:0]         iaddr_psy,
    output logic                inst_uncached,
    output logic                inst_miss,
    output logic                inst_illegal,
    output logic                inst_tlb_invalid,
    input [31:0]                daddr,
    input                       data_en,
    output logic [31:0]         daddr_psy,
    output logic                data_uncached,
    output logic                data_miss,
    output logic                data_illegal,
    output logic                data_tlb_invalid,
    output logic                data_dirty,
    output logic                miss_probe,
    output logic [3:0]          matched_index_probe,
    input                       user_mode,
    input                       cp0_kseg0_uncached,
    input [7:0]                 curr_ASID,
    input [3:0]                 cp0_index,
    input [3:0]                 cp0_random,
    input [85:0]                cp0_tlb_conf_in,
    output logic [85:0]         cp0_tlb_conf_out
);
    wire [31:0] ipaddr_direct;
    wire [31:0] dpaddr_direct;
    wire [31:0] ipaddr_tlb;
    wire [31:0] dpaddr_tlb;
    wire iaddr_uncached_direct;
    wire daddr_uncached_direct;
    wire iaddr_in_tlb;
    wire daddr_in_tlb;
    logic                miss_inst;
    logic                valid_inst;
    logic                dirty_inst;
    logic                uncached_inst;
    logic                miss_data;
    logic                valid_data;
    logic                dirty_data;
    logic                uncached_data;
    assign iaddr_psy        = iaddr_in_tlb ? ipaddr_tlb : ipaddr_direct;
    assign inst_uncached    = iaddr_in_tlb ? uncached_inst : iaddr_uncached_direct;
    assign inst_miss        = iaddr_in_tlb && miss_inst;
    assign inst_tlb_invalid = iaddr_in_tlb && ~valid_inst;
    assign daddr_psy        = daddr_in_tlb ? dpaddr_tlb : dpaddr_direct;
    assign data_uncached    = daddr_in_tlb ? uncached_data : daddr_uncached_direct;
    assign data_miss        = daddr_in_tlb && miss_data;
    assign data_tlb_invalid = daddr_in_tlb && ~valid_data;
    assign data_dirty       = ~daddr_in_tlb || dirty_data;
    mmu_map mmu_map_inst(
        .clk                    (clk),
        .rst                    (rst),
        .en                     (inst_en),
        .vaddr                  (iaddr),
        .user_mode              (user_mode),
        .cp0_kseg0_uncached     (cp0_kseg0_uncached),
        .paddr                  (ipaddr_direct),
        .addr_invalid           (inst_illegal),
        .addr_uncached          (iaddr_uncached_direct),
        .addr_in_tlb            (iaddr_in_tlb)
    );
    mmu_map mmu_map_data(
        .clk                    (clk),
        .rst                    (rst),
        .en                     (data_en),
        .vaddr                  (daddr),
        .user_mode              (user_mode),
        .cp0_kseg0_uncached     (cp0_kseg0_uncached),
        .paddr                  (dpaddr_direct),
        .addr_invalid           (data_illegal),
        .addr_uncached          (daddr_uncached_direct),
        .addr_in_tlb            (daddr_in_tlb)
    );
    tlb_top tlb(
        .clk                    (clk),
        .rst                    (rst),
        .tlbwi                  (tlbwi),
        .tlbwr                  (tlbwr),
        .tlbp                   (tlbp),
        .curr_ASID              (curr_ASID),
        .vaddr_inst             (iaddr),
        .paddr_inst             (ipaddr_tlb),
        .miss_inst              (miss_inst),
        .valid_inst             (valid_inst),
        .dirty_inst             (dirty_inst),
        .uncached_inst          (uncached_inst),
        .vaddr_data             (daddr),
        .paddr_data             (dpaddr_tlb),
        .miss_data              (miss_data),
        .valid_data             (valid_data),
        .dirty_data             (dirty_data),
        .uncached_data          (uncached_data),
        .miss_probe             (miss_probe),
        .matched_index_probe    (matched_index_probe),
        .cp0_index              (cp0_index),
        .cp0_random             (cp0_random),
        .cp0_tlb_conf_in        (cp0_tlb_conf_in),
        .cp0_tlb_conf_out       (cp0_tlb_conf_out)
    );
endmodule
module tlb_common(
    input                       clk,
    input                       rst,
    input                       tlbwi,
    input                       tlbwr,
    input [7:0]                 curr_ASID,
    input [31:0]                vaddr,
    output logic [31:0]         paddr,
    output logic                miss,
    output logic                valid,
    output logic                dirty,
    output logic                uncached,
    output logic [3:0]          matched_index,
    input [3:0]                 cp0_index,
    input [3:0]                 cp0_random,
    input [85:0]                cp0_tlb_conf_in,
    output logic [85:0]         cp0_tlb_conf_out
);
    reg [85:0] tlb_data[0:15];
    assign cp0_tlb_conf_out = tlb_data[cp0_index];
    always_ff @(posedge clk) begin
        if(rst) begin
            for(int i = 0; i < 16; i++)
                tlb_data[i] <= 86'd0;
        end
        else if(tlbwi)
            tlb_data[cp0_index] <= cp0_tlb_conf_in;
        else if(tlbwr)
            tlb_data[cp0_random] <= cp0_tlb_conf_in;
    end
    logic [15:0] matched;
    always_comb begin
        for(int i = 0; i < 16; i++)
            matched[i] = (vaddr[31:13] == tlb_data[i][85:67]) && 
                            (tlb_data[i][65:58] == curr_ASID || tlb_data[i][66]);
    end
    always_comb begin
        matched_index = 4'd0;
        for(int i = 0; i < 16; i++) begin
            if(matched[i]) begin
                matched_index = i;
            end
        end
    end
    assign miss     = (matched == 16'd0);
    assign valid    = miss? 1'd1 : (vaddr[12] ? tlb_data[matched_index][0] : tlb_data[matched_index][29]);
    assign dirty    = vaddr[12] ? tlb_data[matched_index][1] : tlb_data[matched_index][30];
    assign uncached = vaddr[12] ? (tlb_data[matched_index][4:2] == 3'd2) : (tlb_data[matched_index][33:31] == 3'd2);
    assign paddr    = vaddr[12] ? {tlb_data[matched_index][24:5], vaddr[11:0]} : {tlb_data[matched_index][53:34],vaddr[11:0]};
endmodule
module tlb_top(
    input                       clk,
    input                       rst,
    input                       tlbwi,
    input                       tlbwr,
    input                       tlbp,
    input [7:0]                 curr_ASID,
    input [31:0]                vaddr_inst,
    output logic [31:0]         paddr_inst,
    output logic                miss_inst,
    output logic                valid_inst,
    output logic                dirty_inst,
    output logic                uncached_inst,
    input [31:0]                vaddr_data,
    output logic [31:0]         paddr_data,
    output logic                miss_data,
    output logic                valid_data,
    output logic                dirty_data,
    output logic                uncached_data,
    output logic                miss_probe,
    output logic [3:0]          matched_index_probe,
    input [3:0]                 cp0_index,
    input [3:0]                 cp0_random,
    input [85:0]                cp0_tlb_conf_in,
    output logic [85:0]         cp0_tlb_conf_out
);
    tlb_common tlb_inst(
        .clk                (clk),
        .rst                (rst),
        .tlbwi              (tlbwi),
        .tlbwr              (tlbwr),
        .curr_ASID          (curr_ASID),
        .vaddr              (vaddr_inst),
        .paddr              (paddr_inst),
        .miss               (miss_inst),
        .valid              (valid_inst),
        .dirty              (dirty_inst),
        .uncached           (uncached_inst),
        .cp0_index          (cp0_index), 
        .cp0_random         (cp0_random),
        .cp0_tlb_conf_in    (cp0_tlb_conf_in),
        .cp0_tlb_conf_out   (cp0_tlb_conf_out)
    );
    tlb_common tlb_data(
        .clk                (clk),
        .rst                (rst),
        .tlbwi              (tlbwi),
        .tlbwr              (tlbwr),
        .curr_ASID          (curr_ASID),
        .vaddr              (vaddr_data),
        .paddr              (paddr_data),
        .miss               (miss_data),
        .valid              (valid_data),
        .dirty              (dirty_data),
        .uncached           (uncached_data),
        .cp0_index          (cp0_index), 
        .cp0_random         (cp0_random),
        .cp0_tlb_conf_in    (cp0_tlb_conf_in)
    );
    tlb_common tlb_probe(
        .clk                (clk),
        .rst                (rst),
        .tlbwi              (tlbwi),
        .tlbwr              (tlbwr),
        .curr_ASID          (curr_ASID),
        .vaddr              ({cp0_tlb_conf_in[85:67],13'd0}),
        .miss               (miss_probe),
        .matched_index      (matched_index_probe),
        .cp0_index          (cp0_index),
        .cp0_random         (cp0_random),
        .cp0_tlb_conf_in    (cp0_tlb_conf_in)
    );
endmodule
==> flow/run.sh <==
#!/bin/bash
# OpenROAD 26Q1-2900-gdf79404cd8, Yosys 0.63+post, stock flow scripts
make -C /OpenROAD-flow-scripts/flow DESIGN_CONFIG=/design/flow/config.mk WORK_HOME=/design/flow/orfs finish
==> flow/config.mk <==
export PLATFORM = sky130hd
export DESIGN_NAME = mmu_map_top
export DESIGN_NICKNAME = mmu_map_top
export VERILOG_FILES = /design/flow/design.v
export SDC_FILE = /design/flow/constraint.sdc
export NUM_CORES = 4
export LEC_CHECK = 1
export CORE_UTILIZATION = 40
export SYNTH_MEMORY_MAX_BITS = 65536
==> flow/constraint.sdc <==
current_design mmu_map_top

set clk_period 61.7
set clk_io_pct 0.2

create_clock -name clk0 -period $clk_period [get_ports {clk}]

set non_clock_inputs [all_inputs -no_clocks]
set_input_delay [expr $clk_period * $clk_io_pct] -clock clk0 $non_clock_inputs
set_output_delay [expr $clk_period * $clk_io_pct] -clock clk0 [all_outputs]
==> flow_summary.toml <==
# flow metrics
[yosys]
ys_seq_share_pct = 47.0
ys_dominant_reg_cell = "edfxtp_1"
synthArstFlopShare_pct = 0
top_cells_by_area = "edfxtp_1 (47%), mux4_2 (12%), and2_1 (10%)"
synth_top_area_share_pct = 47.0
top_cell = "and2_1"
yosysUniqueCellTypes = 83
synth_flops = 1376
top_area_cell = "edfxtp_1"
ys_cells = 7316
top_cells_by_count = "and2_1 (1402), edfxtp_1 (1376), nand2_1 (640)"
edf_count = 1376
synth_chip_area_um2 = 87900
yosysWarnings = 2
synth_area_um2 = 87900
syn_avg_cell_area_um2 = 12.0
synth_cells = 7316

[drt]
via_per_inst = 6.12
num_vias = 63760
firstDrtPassIters = 7
wire_per_inst_um = 35.4
first_iter_violations = 5408
totalWireLength_mm = 368
drc = 0
ant_nets = 0

[flow_run]
warning_count = 30
cap_violations = 0

[grt]
first_global_vias = 65244
grt_pass1_wl_mm = 508
grt_max_degree = 120
antenna_found_initial = 40
grt_usage_pct = 35.3
grt_overflow = 0

[final_timing]
drv_slew = 0
rsz0062_at_grt = "no"
period_needed_ns = 32.50
report.final.hold_viol_count = 0
tightest_slew_ns = 1.09
finalSetupTns_ns = 0
max_freq_ghz = 0.0308
relSlewSlack_pct = 26.7
setup_violations = 0
finalCritPeriodShare_pct = 52.7
holdWs_ns = 12.07

[place]
gp_congestion = 1.09
portBuffers = 337
dp_hpwl_mm = 233

[worst_hold_path]
min_path_cells = 2
hp-class = "in2reg"
holdPathEnd = "tlb.tlb_probe.tlb_data[2][82]$_SDFFCE_PN0P_"
min_from = "cp0_tlb_conf_in[82]"

[clocking]
htree_levels = 4
cts_buffers = 158
clockRootBuffer = "clkbuf_16"
cts_setup_buffers = 0
cts_resized = 0
cts_tree = "yes"
clk_pin_slew_ns = 0.06
post_cts_hold_buffer_count = 0
cts.path.max_buffers = 3
cts_sinks = 1376

[worst_setup_path]
crit_path_end_kind = "output port"
crit_start = "curr_ASID[7]"
required_ns = 49.36
crit_path_start_kind = "primary input"
crit_path_max_fanout = 44
slowest_stage = "a211oi_1"
path_cells = "clkdlybuf4s50_1 -> buf_4 -> xor2_1 -> nor4_1 -> a41o_1 -> nand3_1 -> a211oi_1 -> o311a_1 -> buf_4 -> nand2b_4 -> buf_4 -> buf_4 -> mux2i_1 -> mux2i_1 -> mux2i_1 -> o22a_1 -> o2111ai_1 -> clkdlybuf4s50_1"
arrival_ns = 20.16
cpPeakStageDelay_ns = 0.79
crit_path_frequent_cell = "buf_4"
crit_type = "in2out"

[cells_and_area]
logic_area_um2 = 43700
drive_gt1_share_pct = 13.9
area_delta_synth_final_pct = 13.0
fillCellCount = 18979
regArea_um2 = 41300

[die]
rows = 171
fp_util_pct = 40.4
ios = 339
die_area_um2 = 222000
core_area_um2 = 218000
die_h_um = 471
die-width_um = 471

[power]
p_leak_nw = 34.2
vdd_drop_max_mv = 0.0214
power.density_nw_per_um2 = 24.8

[status]
status = "complete, no violations"
-- logic make-up (layout without fill, tap and decap cells) --
group	count (synthesis)	in the layout	synth area share [%]
multiplexers	965	965	17.7
AND-OR/OR-AND	468	468	3.91
AND/OR/NAND/NOR	2766	2766	17.5
buffers and inverters	701	916	3.54
XOR/XNOR	1040	1040	10.4
other	0	25	0
flip-flops	1376	1376	47.0
-- worst max-delay path: cells and delay by family --
kind / cells / cell delay (ns)
buffers and inverters: 6 / 3.06
muxes: 3 / 1.04
and+or+nand+nor: 3 / 1.39
AOI/OAI and AO/OA: 5 / 2.14
xor gates and xnor gates: 1 / 0.13
-- final cells by class --
type | count | share of cell area [%]
tap | 2854 | 3.59
clock inverter | 91 | 0.943
multi-input combinational | 5239 | 44.0
clock buffer | 202 | 4.21
timing repair buffer | 607 | 5.53
sequential | 1376 | 41.6
inverter | 16 | 0.0630
antenna | 25 | 0.0630
-- through the flow --
stage	total power [mW]	instances	area [um2]	setup slack, ns	util, %
final	2.47	10410	99400	29.20	45.6
after CTS	2.47	10385	99300	29.59	45.6
after global routing	2.53	10396	99300	29.06	45.6
after detailed placement	1.52	10092	94200	29.61	43.2
after floorplan	1.35	7316	87900	34.12	-
after global placement	1.52	10092	94200	29.68	43.2
-- state kept, by name, summed over array words and instances, names as in the netlist --
signal                  count
tlb.tlb_inst.tlb_data     258
tlb.tlb_probe.tlb_data   1118
-- where the power goes --
part	switching [mW]	internal (mW)
clock network	0.405	0.548
registers	0.0596	1.09
logic	0.208	0.157
total	0.673	1.80
-- worst max-delay path by stage --
stage          endpoint  slack [ns]  cells past startpoint
5_1_grt   iaddr_psy[25]       29.06                     18
6_report  iaddr_psy[25]       29.20                     18
4_1_cts   iaddr_psy[27]       29.59                     18
-- routing by layer --
layer	global-route usage, %	routed length [um]
met5	3.05	943
met1	41.7	122000
met3	24.7	62700
met2	48.6	157000
met4	18.1	24800
-- cells in the final DEF, fill, tap and decap left out, drive strengths merged, types with 43 or more instances in the layout --
master / Yosys / layout
nor2: 85 / 85
clkinv: 0 / 60
edfxtp: 1376 / 1376
xnor2: 428 / 428
mux2i: 489 / 489
nand3: 169 / 169
a21oi: 71 / 71
xor2: 612 / 612
nand4: 112 / 112
a22oi: 63 / 63
clkbuf: 431 / 203
and2: 1404 / 1404
nand2: 640 / 640
clkdlybuf4s50: 0 / 328
a32oi: 51 / 51
mux4: 469 / 469
buf: 254 / 278
nor3: 43 / 43
a31oi: 61 / 61
nor4: 166 / 166
and3: 57 / 57
Power is estimated from default activity; no workload was simulated.
