**config.mk**
```make
export PLATFORM = sky130hd
export DESIGN_NAME = register
export DESIGN_NICKNAME = register
export VERILOG_FILES = /design/flow/design.v
export SDC_FILE = /design/flow/constraint.sdc
export NUM_CORES = 4
export LEC_CHECK = 1
export CORE_UTILIZATION = 30
```
**constraint.sdc**
```tcl
current_design register

set clk_period 12.6
set clk_io_pct 0.2

create_clock -name clk0 -period $clk_period [get_ports {clk}]

set non_clock_inputs [all_inputs -no_clocks]
set_input_delay [expr $clk_period * $clk_io_pct] -clock clk0 $non_clock_inputs
set_output_delay [expr $clk_period * $clk_io_pct] -clock clk0 [all_outputs]
```
**design.v**
```verilog
`timescale 1ns / 1ps
module register(
        input                       clk,
        input                       rst,
		input [4:0]					raddr1_a,
		output logic [31:0] 		rdata1_a,
		input [4:0]					raddr1_b,
		output logic [31:0] 		rdata1_b,
		input 						wen1_a,
		input [4:0]					waddr1_a,
		input [31:0]				wdata1_a,
        input [4:0]					raddr2_a,
		output logic [31:0] 		rdata2_a,
		input [4:0]					raddr2_b,
		output logic [31:0] 		rdata2_b,
		input 						wen2_a,
		input [4:0]					waddr2_a,
		input [31:0]				wdata2_a
);
    reg [31:0] _register[0:31];
	always_comb begin : read_data1_a
		if(raddr1_a == 5'b00000)
			rdata1_a = 32'h0000_0000;
        else if(wen2_a && waddr2_a == raddr1_a)
            rdata1_a = wdata2_a;
		else if(wen1_a && waddr1_a == raddr1_a)
			rdata1_a = wdata1_a;
		else
			rdata1_a = _register[raddr1_a];
	end
	always_comb begin : read_data1_b
		if(raddr1_b == 5'b00000)
			rdata1_b = 32'h0000_0000;
        else if(wen2_a && waddr2_a == raddr1_b)
            rdata1_b = wdata2_a;
		else if(wen1_a && waddr1_a == raddr1_b)
			rdata1_b = wdata1_a;
		else
			rdata1_b = _register[raddr1_b];
	end
	always_comb begin : read_data2_a
		if(raddr2_a == 5'b00000)
			rdata2_a = 32'h0000_0000;
        else if(wen2_a && waddr2_a == raddr2_a)
            rdata2_a = wdata2_a;
		else if(wen1_a && waddr1_a == raddr2_a)
			rdata2_a = wdata1_a;
		else
			rdata2_a = _register[raddr2_a];
	end
	always_comb begin : read_data2_b
		if(raddr2_b == 5'b00000)
			rdata2_b = 32'h0000_0000;
        else if(wen2_a && waddr2_a == raddr2_b)
            rdata2_b = wdata2_a;
		else if(wen1_a && waddr1_a == raddr2_b)
			rdata2_b = wdata1_a;
		else
			rdata2_b = _register[raddr2_b];
	end
	always_ff @(posedge clk) begin : write_data
		if(rst) begin
			for(int i = 0; i < 31; i++)
				_register[i] <= 32'h0000_0000;
		end
		else begin
            if(wen1_a && wen2_a && waddr1_a == waddr2_a)
                _register[waddr2_a] <= wdata2_a;
            else begin
                if(wen1_a)
                    _register[waddr1_a] <= wdata1_a;
                if(wen2_a)
                    _register[waddr2_a] <= wdata2_a;
            end
        end
	end
endmodule
```
**run.sh**
```bash
#!/bin/bash
# OpenROAD 26Q1-2900-gdf79404cd8, Yosys 0.63+post, stock flow scripts
make -C /OpenROAD-flow-scripts/flow DESIGN_CONFIG=/design/flow/config.mk WORK_HOME=/design/flow/orfs finish
```
==> changes_impl.md <==
### Implementation results

* Status: complete, no violations
* OpenROAD warnings at 26
* Ports at roughly 230
* TNS Setup at 0 ns
* CTS root buffer: clkbuf_16
* Final setup vio count at 0
* Post-synth regs at between 1000 and 1500
* Pin count of the biggest net entering global routing at 85
* DR DRC count at 0
* Most flops, register: _register
* GRT Util Overall at just over 30%
* TritonCTS clock tree: built
* Gate power share at a little under a quarter
* Largest regs: _register: 1024 flops
* Most common cell in the netlist: edfxtp_1
* Die H at around 510 um
* Layout cells sized above 1 at a little over a quarter
* Max-cap violations at 0
* Via count at 66900
* Clock group share of total power at between 30% and 40%
* Drt total wl at between 300000 and 400000 um
* Crit path DAT at a little over 7 ns
* Slew Limit Fails at 0
* Chip area at 265000 sq um
* Post-synth EDFFs at approximately 1000
* Relative slew slack at 15.6%
* Max Clk Rate at roughly 0.10 GHz
* Seq pwr share at 41.6%
* Initial antenna violation count at 42
* Crit path largest cell delay at 0.99 ns
* Crit path capture type: output pin
* Mux area share at 30.6%
* Top cell by count, worst path: buf_4
* Slowest CP cell: a211oi_1
* CP Max Fanout at just under 50
* Leak at 28.0 nW
* Fin crit share at between 70% and 80%
* Aoi share at 21.9%
* Cell area leaders: edfxtp_1, mux4_2, a32o_1
* Comb area leader: multiplexers
* P_int at 6.81 mW
* Worst path cell trace: buf_8 > buf_4 > buf_4 > or3b_1 > buf_4 > o221ai_1 > a211oi_1 > nor4_1 > a221o_1 > clkdlybuf4s50_1
* Area delta synth->final at 11.3%
* Syn Inst Count at about 5700
* Worst-margin pin slew at ~1.3 ns
* Sequential area share after synthesis at between 30% and 40%
* Total CTS buffers at roughly 110
* Fa+ha+maj area frac at 0%
* Yosys stat area at slightly below 80000 sq um
* Synthesis Warnings at 1
* Clk buf depth at 3
* DR WL/cell at around 43 um
* RSZ-0062 raised after global routing: false
* Fin crit period at about 9.7 ns
* Die W at roughly 500 um
* Dpl hpwl at ~240000 um
* Net Sw Power at roughly 3.1 mW
* WP data required at between 10 and 15 ns
* IO Port Bufs at between 200 and 250
* GRT overflow at 0
* Gpl congestion at about 1.1
* Post-placement cell count at around 9000
* FP Rows at 187
* First drt pass iteration count at 9
* Buffers inserted by post-CTS timing repair at 0
* Antenna Nets Post-Route at 0
* H-Tree Depth at 3
* Syn Std Cell Area at between 70000 and 80000 sq um
* Yosys simple share at under 10%
* Core Region at between 200000 and 300000 sq um
* # hold bufs at CTS at 0
* Ys async rst share at 0%
* Pwr Density at ~110 nW/um^2
* Area leader, netlist: edfxtp_1
* Startpoint types: input pin
* Yosys cell count at around 5700
* Initial Util at 30.3%
* Worst hold path class: input pin to register
* Top-area cell share at 39.0%
* Vias in the first global route at about 68000
* CTS sink count at 1024
* Hold Vio Cnt, Final at 0
* Max reg flops at roughly 1000
* Main synth FF type: edfxtp_1
* VDD IR-drop max at around 0.13 mV
* Avg Inst Size Synth at between 10 and 15 sq um
* Clk pin slew, worst setup/hold paths at approximately 0.06 ns
* Synth Area in XOR/XNOR at 0.499%
* Most frequent cells after synthesis: edfxtp_1, a32o_1, mux4_2
* Post-CTS Resized at 0
* DRT iter0 DRCs at ~7000
* Non-filler instance count after layout at approximately 9000
* Unique cell types at around 55
* Global-route wire length before repair at around 540000 um
* DR vias/cell at ~7.5
* WS Path Type: input pin to output pin
* Switching part of the total at roughly a third
==> final cells by class <==
class	instances	area, sq um
timing repair buffer	569	4760
clock buffer	126	2860
antenna	16	40.0
inverter	4	15.0
tap	3496	4370
multi-input combinational	3664	44200
clock inverter	76	783
sequential	1024	30700
fill	25100	173000
==> critical path: cells and delay by family <==
kind / cells / cell delay (ns)
simple gates: 2 / 0.39
buf+inv: 5 / 2.58
compound gates: 3 / 1.55
==> final timing paths <==
check	from	to	slack [ns]	depth (start not counted)
setup / recovery	raddr1_b[1]	rdata1_b[31]	2.85	10
hold / removal	wdata1_a[3]	_register[31][3]	2.43	2
==> layer usage <==
layer / vias up / routed length [um] / GRT usage (%)
met5: - / 1820 / 4.69
met1: 33600 / 121000 / 32.1
met4: 82 / 26800 / 15.3
met3: 1458 / 74100 / 23.8
li1: 25000 / - / -
met2: 6740 / 166000 / 43.0
==> cells by family (layout without fill, tap and decap cells) <==
logic type / Yosys count / after routing
AND-OR/OR-AND: 1846 / 1846
XOR/XNOR: 45 / 45
buffers and inverters: 1052 / 775
flip-flops: 1024 / 1024
multiplexers: 1416 / 1416
other: 0 / 16
AND/OR/NAND/NOR: 357 / 357
==> layout by cell type, fill, tap and decap left out, types with 29 or more instances in the layout <==
master	n
a211oi_1	127
xnor2_1	29
nor2_4	39
buf_4	342
a211o_2	31
nand2_1	116
nor4_1	101
mux2i_1	421
mux2_1	181
a21oi_1	55
buf_2	41
o221ai_1	161
o211a_1	90
a221oi_1	92
mux2_2	38
clkbuf_16	112
a32o_1	992
mux4_2	776
a22o_1	124
edfxtp_1	1024
clkdlybuf4s50_1	169
a221o_1	121
==> power groups by stage <==
| stage | combinational, mW | clock, mW | sequential [mW] |
|---|---|---|---|
| after CTS | 2.25 | 3.45 | 4.13 |
| after global routing | 2.40 | 3.55 | 4.17 |
| final | 2.36 | 3.45 | 4.14 |
==> metrics by stage <==
| step | area (sq um) | util, % | total power [mW] | hold slack (ns) | setup WS (ns) |
|---|---|---|---|---|---|
| after floorplan | 78900 | - | 5.44 | 2.97 | 5.75 |
| after global routing | 87800 | 33.7 | 10.1 | 2.47 | 2.90 |
| after detailed placement | 84200 | 32.3 | 6.45 | 3.21 | 3.18 |
| after CTS | 87800 | 33.7 | 9.84 | 2.41 | 3.18 |
| final | 87800 | 33.7 | 9.96 | 2.43 | 2.85 |
| after global placement | 84200 | 32.3 | 6.44 | 3.19 | 3.19 |
Power is estimated from default activity; no workload was simulated.
