===== flow/design.v =====
module ALU(aluop, src0, src1, ll_bit_o, hilo_o, EXE_PC_plus8, COP0_rdata, ALU_result, ALU_we, ALU_mwe, Mul_result, byte_valid, ALU_exc);
	input ll_bit_o;
	input [7:0] aluop;
	input [31:0] src0, src1, EXE_PC_plus8, COP0_rdata;
	input [63:0] hilo_o;
	output ALU_we;
	output reg ALU_mwe;
	output reg [3:0] byte_valid;
	output reg [7:0] ALU_exc;
	output reg [31:0] ALU_result;
	output reg [63:0] Mul_result;
	reg reg_we_mov;
	wire reg_we_arithm;
	reg [31:0] logic_result, shift_result, mov_result, load_result, arith_result, COP0_result;
	wire [63:0] mult_result;
	always@(*)
		begin
		case (aluop)
			8'd1,
			8'd6:
				begin
				logic_result = src0 & src1;
				end
			8'd2,
			8'd8:
				begin
				logic_result = src0 | src1;
				end
			8'd3,
			8'd7:
				begin
				logic_result = src0 ^ src1;
				end
			8'd4:
				begin
				logic_result = ~(src0 | src1);
				end
			8'd5:
				begin
				logic_result = {src1[15:0], 16'd0};
				end
			default:
				begin
				logic_result = 32'b0;
				end
		endcase
		end
	always@(*)
		begin
		case(aluop)
			8'd9:
				begin
				shift_result = src1 << src0[10:6];
				end
			8'd10:
				begin
				shift_result = src1 >> src0[10:6];
				end
			8'd11:
				begin
				shift_result = ({32{src1[31]}} << (6'd32-{1'b0, src0[10:6]})) | (src1 >> src0[10:6]);
				end
			8'd12:
				begin
				shift_result = src1 << src0[4:0];
				end
			8'd13:
				begin
				shift_result = src1 >> src0[4:0];
				end
			8'd14:
				begin
				shift_result = ({32{src1[31]}} << (6'd32-{1'b0, src0[4:0]})) | (src1 >> src0[4:0]);
				end
			default:
				begin
				shift_result = 32'b0;
				end
		endcase
		end
	always@(*)
		begin
		reg_we_mov = 1'b1;
		case(aluop)
			8'd15:
				begin
				mov_result = src0;
				reg_we_mov = (src1 == 32'b0) ? 1'b0 : 1'b1;
				end
			8'd16:
				begin
				mov_result = src0;
				reg_we_mov = (src1 == 32'b0) ? 1'b1 : 1'b0;
				end
			8'd17:
				begin
				mov_result = src1;
				reg_we_mov = 1'b1;
				end
			8'd18:
				begin
				mov_result = src1;
				reg_we_mov = 1'b1;
				end
			8'd19:
				begin
				mov_result = src0;
				reg_we_mov = 1'b1;
				end
			8'd20:
				begin
				mov_result = src0;
				reg_we_mov = 1'b1;
				end	
			default:
				begin
				mov_result = 32'b0;
				end
		endcase
		end
	wire[31:0] sec_opnum = ((aluop == 8'd23) || (aluop == 8'd24) || (aluop == 8'd25) || 
							(aluop == 8'd29) || (aluop == 8'd60) || (aluop == 8'd58)) ? (~src1) + 32'b1 : src1;
	wire[31:0] result_sum = src0 + sec_opnum;
	wire add_ov = (((!src0[31] && !sec_opnum[31]) && result_sum[31]) || ((src0[31] && sec_opnum[31]) && (!result_sum[31])));
	wire sub_ov = add_ov | (!src0[31] && src1 == 32'h80000000);
	wire alu_ov = ((aluop == 8'd21) || (aluop == 8'd27)) ? add_ov : (aluop == 8'd23) ? sub_ov : 1'b0;  
	wire src0_lt_src1_sign = ((src0[31] && !src1[31]) || (!src0[31] && !src1[31] && result_sum[31])|| (src0[31] && src1[31] && result_sum[31]));
	wire[31:0] src0_n = ~src0;
	assign ALU_we = reg_we_mov & (~alu_ov);
	wire is_sign_mul = (aluop == 8'd33) || (aluop == 8'd34) || (aluop == 8'd51) || (aluop == 8'd53);
	wire[31:0] mul_op0 = (is_sign_mul && (src0[31]==1'b1)) ? ((~src0) + 1) : src0;
	wire[31:0] mul_op1 = (is_sign_mul && (src1[31]==1'b1)) ? ((~src1) + 1) : src1;
	wire[63:0] mul_tmp = mul_op0 * mul_op1;												 
	assign mult_result = (is_sign_mul && (src0[31]^src1[31])) ? (~mul_tmp)+64'd1 : mul_tmp;
	wire [63:0] mult_result_n = (~mult_result) + 64'd1;
	wire [63:0] mulacc = ((aluop == 8'd53) || (aluop == 8'd54)) ? (hilo_o + mult_result_n) : (hilo_o + mult_result);
	always@(*)
		begin
		arith_result = 32'b0;
		Mul_result = 64'b0;
		case (aluop)
			8'd21,
			8'd22,
			8'd23,
			8'd24,
			8'd27,
			8'd28:
				begin
				arith_result = result_sum;
				end
			8'd25,
			8'd29:
				begin
				arith_result = {31'b0, src0_lt_src1_sign};
				end
			8'd26,
			8'd30:
				begin
				arith_result = {31'b0, (src0 < src1)};
				end
			8'd31:
				begin
				arith_result = 	src0[31] ? 0 : src0[30] ? 1 : src0[29] ? 2 :
								src0[28] ? 3 : src0[27] ? 4 : src0[26] ? 5 :
								src0[25] ? 6 : src0[24] ? 7 : src0[23] ? 8 : 
								src0[22] ? 9 : src0[21] ? 10 : src0[20] ? 11 :
								src0[19] ? 12 : src0[18] ? 13 : src0[17] ? 14 : 
								src0[16] ? 15 : src0[15] ? 16 : src0[14] ? 17 : 
								src0[13] ? 18 : src0[12] ? 19 : src0[11] ? 20 :
								src0[10] ? 21 : src0[9] ? 22 : src0[8] ? 23 : 
								src0[7] ? 24 : src0[6] ? 25 : src0[5] ? 26 : 
								src0[4] ? 27 : src0[3] ? 28 : src0[2] ? 29 : 
								src0[1] ? 30 : src0[0] ? 31 : 32 ;
				end
			8'd32:
				begin
				arith_result = 	src0_n[31] ? 0 : src0_n[30] ? 1 : src0_n[29] ? 2 :
								src0_n[28] ? 3 : src0_n[27] ? 4 : src0_n[26] ? 5 :
								src0_n[25] ? 6 : src0_n[24] ? 7 : src0_n[23] ? 8 : 
								src0_n[22] ? 9 : src0_n[21] ? 10 : src0_n[20] ? 11 :
								src0_n[19] ? 12 : src0_n[18] ? 13 : src0_n[17] ? 14 : 
								src0_n[16] ? 15 : src0_n[15] ? 16 : src0_n[14] ? 17 : 
								src0_n[13] ? 18 : src0_n[12] ? 19 : src0_n[11] ? 20 :
								src0_n[10] ? 21 : src0_n[9] ? 22 : src0_n[8] ? 23 : 
								src0_n[7] ? 24 : src0_n[6] ? 25 : src0_n[5] ? 26 : 
								src0_n[4] ? 27 : src0_n[3] ? 28 : src0_n[2] ? 29 : 
								src0_n[1] ? 30 : src0_n[0] ? 31 : 32;
				end
			8'd33:
				begin
				arith_result = mult_result[31:0];
				end
			8'd34,
			8'd35:
				begin
				Mul_result = mult_result;
				end
			8'd51,
			8'd52,
			8'd53,
			8'd54:
				begin
				Mul_result = mulacc;
				end
		endcase
		end
	wire[3:0] byte_vldp = (result_sum[1:0] == 2'b00) ? 4'b0001 : (result_sum[1:0] == 2'b01) ? 4'b0011 : (result_sum[1:0] == 2'b10) ? 4'b0111 : 4'b1111;	
	wire[3:0] byte_vldn = (result_sum[1:0] == 2'b00) ? 4'b1111 : (result_sum[1:0] == 2'b01) ? 4'b1110 : (result_sum[1:0] == 2'b10) ? 4'b1100 : 4'b1000;
	wire[3:0] byte_vldb = (result_sum[1:0] == 2'b00) ? 4'b0001 : (result_sum[1:0] == 2'b01) ? 4'b0010 : (result_sum[1:0] == 2'b10) ? 4'b0100 : 4'b1000;
	wire[3:0] byte_vldh = result_sum[1] ? 4'b1100 : 4'b0011;
	always @(*)
		begin
		load_result = 32'd0;
		byte_valid = 4'b0;
		ALU_mwe = 1'b1;
		case (aluop)
			8'd36,
			8'd37:
				begin
				byte_valid = byte_vldb;
				load_result = result_sum;
				end
			8'd38,
			8'd39:
				begin
				byte_valid = byte_vldh;
				load_result = result_sum;
				end
			8'd40:
				begin
				byte_valid = 4'b1111;
				load_result = result_sum;
				end
			8'd41:
				begin
				byte_valid = byte_vldp;
				load_result = result_sum;
				end
			8'd42:
				begin
				byte_valid = byte_vldn;
				load_result = result_sum;
				end
			8'd43:
				begin
				byte_valid = byte_vldb;
				load_result = result_sum;
				end
			8'd44:
				begin
				byte_valid = byte_vldh;
				load_result = result_sum;
				end
			8'd45:
				begin
				byte_valid = 4'b1111;
				load_result = result_sum;
				end
			8'd46:
				begin
				byte_valid = byte_vldp;
				load_result = result_sum;
				end
			8'd47:
				begin
				byte_valid = byte_vldn;
				load_result = result_sum;
				end
			8'd48:
				begin
				load_result = result_sum;
				end
			8'd49:
				begin
				byte_valid = 4'b1111;
				load_result = result_sum;
				if(!ll_bit_o)
					begin
					ALU_mwe = 1'b0;
					end
				end
		endcase
		end
	always@(*)
		begin
		COP0_result = 32'd0;
		case(aluop)
		8'd55:
			COP0_result = src1;
		8'd56:
			COP0_result = COP0_rdata;
		endcase
		end
	always @(*)
		begin
		case (aluop)
			8'd1,
			8'd6,
			8'd2,
			8'd8,
			8'd3,
			8'd7,
			8'd4,
			8'd5:
				begin
				ALU_result = logic_result;
				end
			8'd9,
			8'd10,
			8'd11,
			8'd12,
			8'd13,
			8'd14:
				begin
				ALU_result = shift_result;
				end
			8'd15,
			8'd16,
			8'd17,
			8'd18,
			8'd19,
			8'd20:
				begin
				ALU_result = mov_result;
				end
			8'd21,
			8'd22,
			8'd23,
			8'd24,
			8'd27,
			8'd28,
			8'd25,
			8'd29,
			8'd26,
			8'd30,
			8'd31,
			8'd32,
			8'd33,
			8'd34,
			8'd35,
			8'd51,
			8'd52,
			8'd53,
			8'd54:
				begin
				ALU_result = arith_result;
				end
			8'd36,
			8'd37,
			8'd38,
			8'd39,
			8'd40,
			8'd41,
			8'd42,
			8'd43,
			8'd44,
			8'd45,
			8'd46,
			8'd47,
			8'd48,
			8'd49:
				begin
				ALU_result = load_result;
				end
			8'd50:
				begin
				ALU_result = EXE_PC_plus8;		 
				end
			8'd55,
			8'd56:
				begin
				ALU_result = COP0_result;
				end
			default:
				begin
				ALU_result = 32'b0;
				end
		endcase
		end
	always@(*)
		begin
		ALU_exc = {4'b0, alu_ov, 3'b0};
		case(aluop)
			8'd57:
				begin
				ALU_exc[4] = (src0 == src1);
				end
			8'd58:
				begin
				ALU_exc[4] = ~src0_lt_src1_sign;
				end
			8'd59:
				begin
				ALU_exc[4] = (src0 >= src1);
				end
			8'd60:
				begin
				ALU_exc[4] = src0_lt_src1_sign;
				end
			8'd61:
				begin
				ALU_exc[4] = (src0 < src1);
				end
			8'd62:
				begin
				ALU_exc[4] = ~(src0 == src1);
				end
		endcase
		end
endmodule

===== flow/run.sh =====
#!/bin/bash
# OpenROAD 26Q1-2900-gdf79404cd8, Yosys 0.63+post, stock flow scripts
make -C /OpenROAD-flow-scripts/flow DESIGN_CONFIG=/design/flow/config.mk WORK_HOME=/design/flow/orfs finish

===== flow/config.mk =====
export PLATFORM = sky130hd
export DESIGN_NAME = ALU
export DESIGN_NICKNAME = ALU
export VERILOG_FILES = /design/flow/design.v
export SDC_FILE = /design/flow/constraint.sdc
export NUM_CORES = 4
export LEC_CHECK = 1
export CORE_UTILIZATION = 40

===== flow/constraint.sdc =====
current_design ALU

set clk_period 68.0
set clk_io_pct 0.2

create_clock -name clk0 -period $clk_period

set non_clock_inputs [all_inputs -no_clocks]
set_input_delay [expr $clk_period * $clk_io_pct] -clock clk0 $non_clock_inputs
set_output_delay [expr $clk_period * $clk_io_pct] -clock clk0 [all_outputs]

==> run_results.csv <==
group,metric,value,unit
timing,setup_viol,0,
logic_synthesis,yosysTopAreaCell,"fa_1",
global_route,gr-usage-all-layers,41.0,%
route,wl_per_cell,29.7,µm
floorplanning,coreArea,134000,µm²
place,dpl.hpwl,221,mm
global_route,grt_pass1_wl,383,mm
status,outcome,"finished, final reports clean",
pwr,peakVddDrop,0.000658,V
worst_setup_path,path_depth,46,
place,post_dp_cell_area,60200,µm²
floorplanning,row_count,134,
worst_hold_path,min_from,"hilo_o[0]",
timing,period_minus_slack,45050,ps
final_layout,n_clock_buffer,0,
worst_setup_path,critPathKind,"in2out",
logic_synthesis,ys_chip_area,53900,µm²
flow_run,warning_count,180,
final_layout,synthToLayoutAreaGrowth,11.8,%
global_route,met1_usage,56.4,%
timing,hold_viol,0,
logic_synthesis,ys_cells,7087,
floorplanning,die_area,136000,µm²
route,drc,0,
global_route,grt_max_degree,56,
global_route,grt_pass1_vias,53000,
floorplanning,fp_util,40.3,%
worst_setup_path,endpoint_kind,"output port",
worst_setup_path,critical_path_buf_inv_count,8,
final_layout,final-instance-count-excl-fill,9037,
worst_setup_path,path_common_cell,"fa_1",
logic_synthesis,avgSynthCellArea,7.60,µm²
route,routed_wl,268,mm
timing,fin_crit_sh,66.3,%
worst_setup_path,cp.arrival,31450,ps
global_route,use_met3,16.1,%
worst_setup_path,slowest_stage,"o311ai_0",
pwr,intPower,10100,µW
floorplanning,die_h,369,µm
timing,max_freq,22.2,MHz
route,first_pass_iters,33,
global_route,overflow,0,
worst_hold_path,min_to,"Mul_result[0]",
worst_hold_path,hp-class,"in2out",
pwr,switching_share,65.9,%
logic_synthesis,ys_seq_share,0,%
final_layout,ff_count,0,
logic_synthesis,synth.distinct_cells,87,
final_layout,final_area,60300,µm²
final_layout,final_cell_mix,"inv_1, fa_1, nand2_1, nor2_1, ha_1",
logic_synthesis,syn_inst,7087,
worst_setup_path,worstPathRequired,54400,ps
worst_setup_path,critPathLaunchType,"input port",
worst_hold_path,worstHoldPathCells,5,
pwr,powerDensity,492,nW/µm²
worst_setup_path,cp_max_fo,16,
route,avgViaCountPerCell,5.91,
logic_synthesis,topCellsByArea,"fa_1, ha_1, inv_1",
timing,tightest_slew,1280,ps
logic_synthesis,netlist.area_leader.share,33.4,%
logic_synthesis,syn-cell-area,53900,µm²
timing,drv_slew,0,
final_layout,final_layout_size_suffix_gt1_share,5.63,%
timing,rsz0062_at_grt,"false",
pwr,netSwitchingPower,19500,µW
route,vias,53400,
final_layout,final_util,45.1,%
place,io_buffer_count,305,
place,dp.cells,9018,
final_layout,flop_area,0,µm²
route,ant_nets,0,
clock_tree,post_cts.repair.setup_buffers,0,
flow_run,maxCapViolCount,0,
route,drt_iter0_drc,4622,
worst_setup_path,cpPeakStageDelay,1160,ps
final_layout,fill_cells,13500,
final_layout,lay_top_count,"inv_1",
worst_setup_path,crit_family,"adder cells",
clock_tree,hold_buffers,0,
clock_tree,cts_resized,0,
global_route,busiest_layer,"met2",
place,place_congestion,1.05,
floorplanning,io_pins,311,
global_route,antenna_found_initial,28,
timing,max_slew_margin,13.7,%
final_layout,multiInputGateArea,48900,µm²
floorplanning,die_x,369,µm
pwr,leakage,0.0287,µW
timing,setup_tns,0,ps
global_route,met2_usage,59.5,%
logic_synthesis,yosys_warnings,1,
## power by group through the flow
stage    Sequential [µW]  Clock (µW)  Combinational (µW)
4_1_cts                0           0               29100
5_1_grt                0   0.0000297               31900
## cells in the mapped netlist, types with 27 or more instances
library cell  instances
or3_1                35
fa_1                899
mux2i_1             151
a22oi_1              41
clkbuf_1            379
xnor2_1             269
o31ai_1              48
nor3_1               92
a31oi_1              67
and3_1               29
a21oi_1             367
nand3_1              91
o211ai_1             38
o21bai_1             61
inv_1              1077
and2_1               27
o21ai_0             260
nor2_1              851
a21o_1               71
nor4_1               45
nand2_1             856
nand4_1              66
a211oi_1             53
o22ai_1              73
nor2b_1              50
nand2b_1             38
ha_1                542
o21a_1               28
a221oi_1             55
xor2_1               82
## cell type report
cell class | count | area share [%]
Multi-Input combinational cell | 5594 | 81.1
Timing Repair Buffer | 574 | 8.42
Inverter | 1082 | 6.74
Tap cell | 1768 | 3.67
Antenna cell | 19 | 0.0789
## worst min-delay path, stage by stage
cell,delay [ps]
clkdlybuf4s50_1,430
inv_1,70
ha_1,120
o22ai_1,80
clkdlybuf4s50_1,430
## metrics by stage
step                      hold WS [ps]  setup slack [ps]  total power, µW
after floorplan                  27260             27950            19900
after global placement           28310             23220            29400
after detailed placement         28300             23500            28900
after CTS                        28310             23450            29100
after global routing             28380             22530            31900
final                            28320             22950            29600
## worst max-delay path by stage
stage / from / to / slack, ps
CTS: src0[9] / Mul_result[63] / 23450
global route: src0[9] / Mul_result[63] / 22530
finish: src0[9] / Mul_result[63] / 22950
## kinds of logic (layout without fill, tap and decap cells)
| logic type | Yosys count | count (layout) | share of synthesized area [%] |
|---|---|---|---|
| compound gates | 1369 | 1369 | 16.6 |
| fa+ha+maj | 1441 | 1441 | 46.0 |
| xor+xnor | 351 | 351 | 5.71 |
| buf+inv | 1498 | 1656 | 10.5 |
| simple gates | 2266 | 2266 | 18.2 |
| mux | 161 | 161 | 3.01 |
| other cells | 1 | 25 | 0.00696 |
## per-layer routing
| metal | up-vias | part of all wire, % |
|---|---|---|
| met1 | 26400 | 39 |
| met2 | 2826 | 44 |
| met4 | 20 | 4.8 |
| li1 | 23600 | - |
| met3 | 524 | 12 |
| met5 | - | 0.081 |
Power is estimated from default activity; no workload was simulated.
