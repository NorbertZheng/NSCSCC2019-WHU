### flow/config.mk
export PLATFORM = sky130hd
export DESIGN_NAME = instruction_fifo
export DESIGN_NICKNAME = instruction_fifo
export VERILOG_FILES = /design/flow/design.v
export SDC_FILE = /design/flow/constraint.sdc
export NUM_CORES = 4
export LEC_CHECK = 1
export CORE_UTILIZATION = 30
### flow/constraint.sdc
current_design instruction_fifo

set clk_period 58.8
set clk_io_pct 0.2

create_clock -name clk0 -period $clk_period [get_ports {clk}]

set non_clock_inputs [all_inputs -no_clocks]
set_input_delay [expr $clk_period * $clk_io_pct] -clock clk0 $non_clock_inputs
set_output_delay [expr $clk_period * $clk_io_pct] -clock clk0 [all_outputs]
### flow/design.v
`timescale 1ns / 1ps
module instruction_fifo(
        input                       clk,
        input                       debug_rst,
        input                       rst,
        input                       rst_with_delay,
        input                       master_is_branch,
        input                       read_en1,
        input                       read_en2,
        input                       write_en1,
        input                       write_en2,
        input [31:0]                write_data1,
        input [11:0]                write_inst_exp1,
        input [31:0]                write_address1,
        input [31:0]                write_data2,
        input [31:0]                write_address2,
        output logic [31:0]         data_out1,
        output logic [31:0]         data_out2,
        output logic [31:0]         address_out1,
        output logic [31:0]         address_out2,
        output logic [11:0]         inst_exp1,
        output logic [11:0]         inst_exp2,
        output logic                delay_slot_out1,
        output logic                empty,
        output logic                almost_empty,
        output logic                full
);
    reg         in_delay_slot;
    reg         in_delay_slot_without_rst;
    reg [11:0]   delayed_inst_exp;
    reg [31:0]  delayed_data;
    reg [31:0]  delayed_pc;
    reg [31:0]  data[0:15];
    reg [31:0]  address[0:15];
    reg [11:0]  inst_exp[0:15];
    reg [3:0] write_pointer;
    reg [3:0] read_pointer;
    reg [3:0] data_count;
    assign full     = &data_count[3:1];
    assign empty    = (data_count == 4'd0);
    assign almost_empty = (data_count == 4'd1);
    wire [31:0] _data_out1 = data[read_pointer];
    wire [31:0] _data_out2 = data[read_pointer + 4'd1];
    wire [31:0] _address_out1 = address[read_pointer];
    wire [31:0] _address_out2 = address[read_pointer + 4'd1];
    wire [11:0] _inst_exp1 = inst_exp[read_pointer];
    wire [11:0] _inst_exp2 = inst_exp[read_pointer + 4'd1];
    reg delay_slot_refill;
    logic [63:0] rst_with_delay_counter;
    always_ff @(posedge clk) begin
        if(rst)
            rst_with_delay_counter <= 64'd0;
        else if(rst_with_delay)
            rst_with_delay_counter <= rst_with_delay_counter + 64'd1;
    end
    always_ff @(posedge clk) begin
        if(rst && rst_with_delay && !write_en1 && 
            (read_pointer + 4'd1 == write_pointer || read_pointer == write_pointer)) begin
            delay_slot_refill   <= 1'd1;
        end
        else if(delay_slot_refill && write_en1)
            delay_slot_refill   <= 1'd0;
        else if(delay_slot_refill)
            delay_slot_refill   <= delay_slot_refill;
        else
            delay_slot_refill   <= 1'd0;
    end
    always_comb begin : select_output
        if(in_delay_slot) begin
            data_out1       = delayed_data;
            data_out2       = 32'd0;
            address_out1    = delayed_pc;
            address_out2    = 32'd0;
            inst_exp1       = delayed_inst_exp;
            inst_exp2       = 12'd0;
            delay_slot_out1 = 1'd1;
        end
        else if(empty) begin
            data_out1       = 32'd0;
            data_out2       = 32'd0;
            address_out1    = 32'd0;
            address_out2    = 32'd0;
            inst_exp1       = 12'd0;
            inst_exp2       = 12'd0;
            delay_slot_out1 = 1'd0;
        end
        else if(almost_empty) begin
            data_out1       = _data_out1;
            data_out2       = 32'd0;
            address_out1    = _address_out1;
            address_out2    = 32'd0;
            inst_exp1       = _inst_exp1;
            inst_exp2       = 12'd0;
            delay_slot_out1 = in_delay_slot_without_rst;
        end 
        else begin
            data_out1       = _data_out1;
            data_out2       = _data_out2;
            address_out1    = _address_out1;
            address_out2    = _address_out2;
            inst_exp1       = _inst_exp1;
            inst_exp2       = _inst_exp2;
            delay_slot_out1 = in_delay_slot_without_rst;
        end
    end
    always_ff @(posedge clk) begin : update_in_delay_slot_without_rst
        if(rst)
            in_delay_slot_without_rst <= 1'd0;
        else if(master_is_branch && read_en1) begin
            in_delay_slot_without_rst <= 1'd1;
        end
        else if(read_en1)
            in_delay_slot_without_rst <= 1'd0;
    end
    always_ff @(posedge clk) begin : update_delayed
        if(rst && rst_with_delay) begin
            in_delay_slot   <= 1'd1;
            delayed_data    <= (read_pointer + 4'd1 == write_pointer || read_pointer == write_pointer)? write_data1 : data[read_pointer + 4'd1];
            delayed_pc      <= (read_pointer + 4'd1 == write_pointer || read_pointer == write_pointer)? write_address1 : address[read_pointer + 4'd1];
            delayed_inst_exp<= (read_pointer + 4'd1 == write_pointer || read_pointer == write_pointer)? write_inst_exp1 : inst_exp[read_pointer + 4'd1];
        end
        else if(delay_slot_refill && write_en1) begin
            delayed_data    <= write_data1;
            delayed_inst_exp<= write_inst_exp1;
        end
        else if(!delay_slot_refill && read_en1) begin
            in_delay_slot   <= 1'd0;
            delayed_data    <= 32'd0;
            delayed_pc      <= 32'd0;
            delayed_inst_exp<= 12'd0;
        end
    end
    always_ff @(posedge clk) begin : update_write_pointer
        if(rst)
            write_pointer <= 4'd0;
        else if(write_en1 && write_en2)
            write_pointer <= write_pointer + 4'd2;
        else if(write_en1)
            write_pointer <= write_pointer + 4'd1;
    end
    always_ff @(posedge clk) begin : update_read_pointer
        if(rst)
            read_pointer <= 4'd0;
        else if(empty)
            read_pointer <= read_pointer;
        else if(read_en1 && read_en2)
            read_pointer <= read_pointer + 4'd2;
        else if(read_en1)
            read_pointer <= read_pointer + 4'd1;
    end
    always_ff @(posedge clk) begin : update_counter
        if(rst)
            data_count <= 4'd0;
        else if(empty) begin
            case({write_en1, write_en2})
            2'b10: begin
                data_count  <= data_count + 4'd1;
            end
            2'b11: begin
                data_count  <= data_count + 4'd2;
            end
            default:
                data_count  <= data_count;
            endcase
        end
        else begin
            case({write_en1, write_en2, read_en1, read_en2})
            4'b1100: begin
                data_count  <= data_count + 4'd2;
            end
            4'b1110, 4'b1000: begin
                data_count  <= data_count + 4'd1;
            end
            4'b1011, 4'b0010: begin
                data_count  <= data_count - 4'd1;
            end
            4'b0011: begin
                data_count  <= data_count == 4'd1 ? 4'd0 : data_count - 4'd2;
            end
            default:
                data_count  <= data_count;
            endcase
        end
    end
    always_ff @(posedge clk) begin : write_data 
        if(write_en1) begin
            data[write_pointer] <= write_data1;
            address[write_pointer] <= write_address1;
            inst_exp[write_pointer] <= write_inst_exp1;
        end
        if(write_en2) begin
            data[write_pointer + 4'd1] <= write_data2;
            address[write_pointer + 4'd1] <= write_address2;
            inst_exp[write_pointer + 4'd1] <= write_inst_exp1;  
        end
    end
    logic [63:0] master_counter;
    logic [63:0] slave_counter;
    always_ff @(posedge clk) begin
        if(debug_rst)
            master_counter <= 64'd0;
        else if(read_en1 && (!empty || in_delay_slot))
            master_counter <= master_counter + 64'd1;
    end
    always_ff @(posedge clk) begin
        if(debug_rst)
            slave_counter <= 64'd0;
        else if(read_en2 && (!empty && !in_delay_slot && !almost_empty))
            slave_counter <= slave_counter + 64'd1;
    end
    wire [63:0] total_inst = master_counter + slave_counter;
endmodule
### flow/run.sh
#!/bin/bash
# OpenROAD 26Q1-2900-gdf79404cd8, Yosys 0.63+post, stock flow scripts
make -C /OpenROAD-flow-scripts/flow DESIGN_CONFIG=/design/flow/config.mk WORK_HOME=/design/flow/orfs finish
==> ds_physical_params.txt <==
Physical implementation characteristics

Parameter                              Value

Power
  Power after layout    2.80 mW
  Leakage component of the power    26.3 nW
  IR drop worst, VDD    0.0246 mV
  Pwr dens    33.1 nW/µm²

GRT
  Wire length of the first global-routing pass    373000 µm
  Maximum number of pins on one net before global-route repair    77
  Aggregate global routing overflow    0
  Number of global-route vias before repair    49142
  Number of antenna violations at the first check in global routing    66
  Total global-route track usage    22.7%

Timing
  Worst clock skew    0.0487 ns
  Final setup fails    0
  Worst max-slew margin expressed relative to the limit    34.5%
  Number of failing hold endpoints at the final stage    0
  Slew at the pin closest to its max-slew limit    0.972 ns
  Minimum clock period after layout    18.42 ns
  Setup repair after global routing missed its margin    no
  Final clock period utilization by the worst path    31.3%
  Final Hold Slack    0.486 ns
  Final critical-path setup slack    40.38 ns
  Max-slew violation count    0
  Maximum frequency from static timing analysis    0.0543 GHz
  Final TNS setup    0 ns

Synth
  Share of async-settable or async-resettable flops after synthesis    0%
  Synthesized registers    1311
  Portion of the post-synthesis area used by sequential elements    53.3%
  Top-area cell share    52.8%
  Largest area contributor in the synthesized netlist    sky130_fd_sc_hd__edfxtp_1
  Warning count from the yosys run    1
  Synthesized area divided by synthesized cell count    17.0 µm²
  Synthesized area    73500 µm²
  Distinct lib cells    59
  Chip area line of the yosys report    73500 µm²
  Synth top area cells    sky130_fd_sc_hd__edfxtp_1, sky130_fd_sc_hd__mux4_2, sky130_fd_sc_hd__mux2_2
  Instance count of the mapped netlist    4323
  Cells in synth_stat.txt    4323
  Dominant register cell    sky130_fd_sc_hd__edfxtp_1
  Count of flip-flops with a built-in enable after synthesis    1292

Critical path
  Master of the slowest instance on the critical path    sky130_fd_sc_hd__dfxtp_4
  Largest stage delay on the critical path    0.80 ns
  Critical path arrival    6.66 ns
  Most frequent cell on the critical path    sky130_fd_sc_hd__buf_4
  CP Class    reg2out
  Required time of the worst setup path    47.04 ns
  Ordered list of cells on the worst path    ha_4 > buf_4 > buf_4 > buf_4 > buf_4 > mux4_2 > a22o_1 > a221oi_2 > nor2_1 > clkdlybuf4s50_1
  Capturing element type of the critical path    primary output
  Biggest fanout along the worst timing path    42
  Type of element launching the critical path    register

Floorplan
  # rows    181
  Core area    243000 µm²
  Initial core utilization    30.2%
  Total die size    247000 µm²
  Die X-Extent    497 µm
  Die Height    497 µm
  Boundary Pins    305

Placed design
  Post-place instance area    79800 µm²
  GPL Wtd Cong    0.829
  Quantity of I/O buffers inserted on ports    303
  Post-Place Worst Slack    41.06 ns
  Cell Count Post-Placement    7507
  Detailed placement HPWL    149000 µm

Layout
  Post-layout instance count excluding filler cells    7789
  Combined flip-flop and latch cell area    39200 µm²
  Utilization after layout    34.7%
  Share of layout cells above drive strength 1    46.7%
  Design area    84500 µm²
  Leading cell type in the layout, fill and taps excluded    sky130_fd_sc_hd__edfxtp_1
  Fill cell instance count of the final layout    22654
  Top cells excl fill/tap    sky130_fd_sc_hd__edfxtp_1, sky130_fd_sc_hd__mux2_2, sky130_fd_sc_hd__mux4_2
  Area overhead of the layout relative to synthesis    15.0%
  Combinational gate area    32200 µm²

Routing
  WL per Instance    34.2 µm
  Post-detailed-route DRC marker count    0
  Total iterations of the first detailed-routing run    5
  Total detailed-routing wirelength    266000 µm
  Vias per cell    5.81
  Iter 0 DRT Violations    2874
  DRT antenna net count    0
  Total number of vias    45277

CTS
  Clock Tree Root    sky130_fd_sc_hd__clkbuf_16
  Number of clock sinks seen by CTS    1311
  Number of hold buffers added after cts    0
  Worst-Skew Late Latency    0.81 ns
  Post-CTS setup buffer count    0
  Num CTS Buffers    151
  Clock tree from TritonCTS    built
  CTS clock-pin slew for the worst setup and hold paths    0.06 ns
  Maximum root-to-sink buffer count    3
  Gates resized, CTS repair    0
  Number of H-tree levels    4

Run
  Maximum capacitance violations    0
  OpenROAD warning count    36

Outcome
  Result of the run    finished, final reports clean

Worst hold path
  Worst min-delay path category    reg2reg
[report_power, final]
group	leakage (nW)	switching [mW]	internal [mW]
combinational	12.1	0.411	0.383
clock	2.24	0.396	0.508
sequential	12.0	0.0227	1.07
total	26.3	0.830	1.96
[Yosys cell counts (3+ instances only)]
cell type                  instances
sky130_fd_sc_hd__a211oi_1          3
sky130_fd_sc_hd__xor2_1           10
sky130_fd_sc_hd__edfxtp_1       1292
sky130_fd_sc_hd__inv_1             7
sky130_fd_sc_hd__a2bb2o_1         32
sky130_fd_sc_hd__mux4_2          608
sky130_fd_sc_hd__nand2_1         148
sky130_fd_sc_hd__o21ai_0          93
sky130_fd_sc_hd__clkbuf_1        234
sky130_fd_sc_hd__buf_6            57
sky130_fd_sc_hd__a22o_1          153
sky130_fd_sc_hd__dfxtp_1          19
sky130_fd_sc_hd__a221oi_1         79
sky130_fd_sc_hd__nor3_1            6
sky130_fd_sc_hd__a221oi_2         73
sky130_fd_sc_hd__a21oi_1          16
sky130_fd_sc_hd__nand3_1          14
sky130_fd_sc_hd__buf_1            22
sky130_fd_sc_hd__nor2_1          105
sky130_fd_sc_hd__nand2b_1          8
sky130_fd_sc_hd__and2_1            3
sky130_fd_sc_hd__mux2_2         1024
sky130_fd_sc_hd__buf_2           154
sky130_fd_sc_hd__a31oi_1           3
sky130_fd_sc_hd__nor2b_1           6
sky130_fd_sc_hd__xnor2_1          13
sky130_fd_sc_hd__nor2_2            8
sky130_fd_sc_hd__buf_4            25
sky130_fd_sc_hd__ha_1             16
sky130_fd_sc_hd__mux2i_1          46
sky130_fd_sc_hd__o22ai_1           9
sky130_fd_sc_hd__or3_1             3
[layer usage]
metal | track usage [%] | vias to the layer above | share of wire, %
met3 | 17.1 | 625 | 17
met4 | 7.15 | 92 | 3.7
met2 | 33.9 | 3228 | 47
met1 | 25.0 | 22994 | 33
met5 | 1.16 | - | 0.32
li1 | - | 18338 | -
[sequential cells by signal, indices dropped and copies added, names as in the netlist, named ones only]
register	flops
delay_slot_refill	1
delayed_inst_exp	12
data	512
delayed_pc	32
delayed_data	32
write_pointer	4
address	512
in_delay_slot_without_rst	1
inst_exp	192
read_pointer	4
data_count	4
in_delay_slot	1
[worst max-delay path, delay by kind of cell (launching register included)]
| kind | cells | cell delay (ns) |
|---|---|---|
| and+or+nand+nor | 1 | 0.07 |
| adders and majority gates | 1 | 0.61 |
| muxes | 1 | 0.58 |
| buffers and inverters | 5 | 3.03 |
| DFF | 1 | 0.80 |
| AOI/OAI and AO/OA | 2 | 0.64 |
[cell families after synthesis]
group                      share of synthesized area [%]
DFF                                                 53.3
and+or+nand+nor                                     1.81
adders and majority gates                          0.272
buffers and inverters                               3.53
AOI/OAI and AO/OA                                   5.82
xor gates and xnor gates                           0.274
muxes                                               35.0
[path summary, 6_finish.rpt]
path	startpoint	to	slack, ns	depth (start not counted)
worst max register to register	read_pointer[0]	delayed_pc[29]	52.86	9
worst max-delay path	read_pointer[0]	address_out2[29]	40.38	10
worst min-delay path	delay_slot_refill	delay_slot_refill	0.49	1
worst min register to register	delay_slot_refill	delay_slot_refill	0.49	1
[cell type report]
cell class / count / area share (%)
inverter: 8 / 0.0355
multi-input combinational: 2511 / 38.1
timing repair buffer: 475 / 5.23
sequential: 1311 / 46.4
clock inverter: 69 / 0.708
clock buffer: 196 / 4.78
antenna: 17 / 0.0504
tap: 3202 / 4.74
No activity file was given, so power comes from the tool's default toggle rates.
